==> design/flow/design.v <==
module wishbone_arbiter #(
parameter WB_DWIDTH  = 32,
parameter WB_SWIDTH  = 4
)(
input                       i_wb_clk,      
input       [31:0]          i_m0_wb_adr,
input       [WB_SWIDTH-1:0] i_m0_wb_sel,
input                       i_m0_wb_we,
output      [WB_DWIDTH-1:0] o_m0_wb_dat,
input       [WB_DWIDTH-1:0] i_m0_wb_dat,
input                       i_m0_wb_cyc,
input                       i_m0_wb_stb,
output                      o_m0_wb_ack,
output                      o_m0_wb_err,
input       [31:0]          i_m1_wb_adr,
input       [WB_SWIDTH-1:0] i_m1_wb_sel,
input                       i_m1_wb_we,
output      [WB_DWIDTH-1:0] o_m1_wb_dat,
input       [WB_DWIDTH-1:0] i_m1_wb_dat,
input                       i_m1_wb_cyc,
input                       i_m1_wb_stb,
output                      o_m1_wb_ack,
output                      o_m1_wb_err,
output      [31:0]          o_s0_wb_adr,
output      [WB_SWIDTH-1:0] o_s0_wb_sel,
output                      o_s0_wb_we,
input       [WB_DWIDTH-1:0] i_s0_wb_dat,
output      [WB_DWIDTH-1:0] o_s0_wb_dat,
output                      o_s0_wb_cyc,
output                      o_s0_wb_stb,
input                       i_s0_wb_ack,
input                       i_s0_wb_err,
output      [31:0]          o_s1_wb_adr,
output      [WB_SWIDTH-1:0] o_s1_wb_sel,
output                      o_s1_wb_we,
input       [WB_DWIDTH-1:0] i_s1_wb_dat,
output      [WB_DWIDTH-1:0] o_s1_wb_dat,
output                      o_s1_wb_cyc,
output                      o_s1_wb_stb,
input                       i_s1_wb_ack,
input                       i_s1_wb_err,
output      [31:0]          o_s2_wb_adr,
output      [WB_SWIDTH-1:0] o_s2_wb_sel,
output                      o_s2_wb_we,
input       [WB_DWIDTH-1:0] i_s2_wb_dat,
output      [WB_DWIDTH-1:0] o_s2_wb_dat,
output                      o_s2_wb_cyc,
output                      o_s2_wb_stb,
input                       i_s2_wb_ack,
input                       i_s2_wb_err,
output      [31:0]          o_s3_wb_adr,
output      [WB_SWIDTH-1:0] o_s3_wb_sel,
output                      o_s3_wb_we,
input       [WB_DWIDTH-1:0] i_s3_wb_dat,
output      [WB_DWIDTH-1:0] o_s3_wb_dat,
output                      o_s3_wb_cyc,
output                      o_s3_wb_stb,
input                       i_s3_wb_ack,
input                       i_s3_wb_err,
output      [31:0]          o_s4_wb_adr,
output      [WB_SWIDTH-1:0] o_s4_wb_sel,
output                      o_s4_wb_we,
input       [WB_DWIDTH-1:0] i_s4_wb_dat,
output      [WB_DWIDTH-1:0] o_s4_wb_dat,
output                      o_s4_wb_cyc,
output                      o_s4_wb_stb,
input                       i_s4_wb_ack,
input                       i_s4_wb_err,
output      [31:0]          o_s5_wb_adr,
output      [WB_SWIDTH-1:0] o_s5_wb_sel,
output                      o_s5_wb_we,
input       [WB_DWIDTH-1:0] i_s5_wb_dat,
output      [WB_DWIDTH-1:0] o_s5_wb_dat,
output                      o_s5_wb_cyc,
output                      o_s5_wb_stb,
input                       i_s5_wb_ack,
input                       i_s5_wb_err,
output      [31:0]          o_s6_wb_adr,
output      [WB_SWIDTH-1:0] o_s6_wb_sel,
output                      o_s6_wb_we,
input       [WB_DWIDTH-1:0] i_s6_wb_dat,
output      [WB_DWIDTH-1:0] o_s6_wb_dat,
output                      o_s6_wb_cyc,
output                      o_s6_wb_stb,
input                       i_s6_wb_ack,
input                       i_s6_wb_err,
output      [31:0]          o_s7_wb_adr,
output      [WB_SWIDTH-1:0] o_s7_wb_sel,
output                      o_s7_wb_we,
input       [WB_DWIDTH-1:0] i_s7_wb_dat,
output      [WB_DWIDTH-1:0] o_s7_wb_dat,
output                      o_s7_wb_cyc,
output                      o_s7_wb_stb,
input                       i_s7_wb_ack,
input                       i_s7_wb_err
);
localparam MAIN_MSB             = 26; 
localparam BOOT_MSB             = 13;  
localparam MAIN_BASE            = 32'h0000_0000;  
localparam BOOT_BASE            = 32'h0000_0000;  
localparam AMBER_TM_BASE        = 16'h1300;       
localparam AMBER_IC_BASE        = 16'h1400;       
localparam AMBER_UART0_BASE     = 16'h1600;       
localparam AMBER_UART1_BASE     = 16'h1700;       
localparam ETHMAC_BASE          = 16'h2000;       
localparam HIBOOT_BASE          = 32'h2800_0000;  
localparam TEST_BASE            = 16'hf000;       
function in_loboot_mem;
    input [31:0] address;
begin
in_loboot_mem  = (address >= BOOT_BASE   && 
                 address < (BOOT_BASE   + 2**(BOOT_MSB+1)-1));
end
endfunction
function in_hiboot_mem;
    input [31:0] address;
begin
in_hiboot_mem  = (address[31:BOOT_MSB+1] == HIBOOT_BASE[31:BOOT_MSB+1]);
end
endfunction
function in_boot_mem;
    input [31:0] address;
begin
in_boot_mem  =  in_loboot_mem(address) || in_hiboot_mem(address);
end
endfunction
function in_main_mem;
    input [31:0] address;
begin
in_main_mem  = (address >= MAIN_BASE   && 
                address < (MAIN_BASE   + 2**(MAIN_MSB+1)-1)) &&
                !in_boot_mem ( address );
end
endfunction
function in_uart0;
    input [31:0] address;
begin
    in_uart0 = address [31:16] == AMBER_UART0_BASE;
end
endfunction
function in_uart1;
    input [31:0] address;
begin
    in_uart1 = address [31:16] == AMBER_UART1_BASE;
end
endfunction
function in_ic;
    input [31:0] address;
begin
    in_ic = address [31:16] == AMBER_IC_BASE;
end
endfunction
function in_tm;
    input [31:0] address;
begin
    in_tm = address [31:16] == AMBER_TM_BASE;
end
endfunction
function in_test;
    input [31:0] address;
begin
    in_test = address [31:16] == TEST_BASE;
end
endfunction
function in_ethmac;
    input [31:0] address;
begin
    in_ethmac = address [31:16] == ETHMAC_BASE;
end
endfunction
function in_cachable_mem;
    input [31:0] address;
begin
    in_cachable_mem = in_loboot_mem     ( address ) || 
                      in_main_mem       ( address ) ; 
end
endfunction
reg         m0_wb_hold_r = 'd0;
reg         m1_wb_hold_r = 'd0;
wire        current_master;
reg         current_master_r = 'd0;
wire        next_master;
wire        select_master;
wire [3:0]  current_slave;
wire [31:0]             master_adr;
wire [WB_SWIDTH-1:0]    master_sel;
wire                    master_we;
wire [WB_DWIDTH-1:0]    master_wdat;
wire                    master_cyc;
wire                    master_stb;
wire [WB_DWIDTH-1:0]    master_rdat;
wire                    master_ack;
wire                    master_err;
assign next_master    = i_m0_wb_cyc ? 1'd0 : 1'd1;
assign select_master  = current_master_r ? !m1_wb_hold_r : !m0_wb_hold_r;
assign current_master = select_master ? next_master : current_master_r;
always @( posedge i_wb_clk )
    begin
    current_master_r    <= current_master;
    m0_wb_hold_r        <= i_m0_wb_stb && !o_m0_wb_ack;
    m1_wb_hold_r        <= i_m1_wb_stb && !o_m1_wb_ack;
    end
assign current_slave = in_ethmac   ( master_adr ) ? 4'd0  :   
                       in_boot_mem ( master_adr ) ? 4'd1  :   
                       in_main_mem ( master_adr ) ? 4'd2  :   
                       in_uart0    ( master_adr ) ? 4'd3  :   
                       in_uart1    ( master_adr ) ? 4'd4  :   
                       in_test     ( master_adr ) ? 4'd5  :   
                       in_tm       ( master_adr ) ? 4'd6  :   
                       in_ic       ( master_adr ) ? 4'd7  :   
                                                    4'd2  ;   
assign master_adr   = current_master ? i_m1_wb_adr : i_m0_wb_adr ;
assign master_sel   = current_master ? i_m1_wb_sel : i_m0_wb_sel ;
assign master_wdat  = current_master ? i_m1_wb_dat : i_m0_wb_dat ;
assign master_we    = current_master ? i_m1_wb_we  : i_m0_wb_we  ;
assign master_cyc   = current_master ? i_m1_wb_cyc : i_m0_wb_cyc ;
assign master_stb   = current_master ? i_m1_wb_stb : i_m0_wb_stb ;
assign o_s0_wb_adr  = master_adr;
assign o_s0_wb_dat  = master_wdat;
assign o_s0_wb_sel  = master_sel;
assign o_s0_wb_we   = current_slave == 4'd0 ? master_we  : 1'd0;
assign o_s0_wb_cyc  = current_slave == 4'd0 ? master_cyc : 1'd0;
assign o_s0_wb_stb  = current_slave == 4'd0 ? master_stb : 1'd0;
assign o_s1_wb_adr  = master_adr;
assign o_s1_wb_dat  = master_wdat;
assign o_s1_wb_sel  = master_sel;
assign o_s1_wb_we   = current_slave == 4'd1 ? master_we  : 1'd0;
assign o_s1_wb_cyc  = current_slave == 4'd1 ? master_cyc : 1'd0;
assign o_s1_wb_stb  = current_slave == 4'd1 ? master_stb : 1'd0;
assign o_s2_wb_adr  = master_adr;
assign o_s2_wb_dat  = master_wdat;
assign o_s2_wb_sel  = master_sel;
assign o_s2_wb_we   = current_slave == 4'd2 ? master_we  : 1'd0;
assign o_s2_wb_cyc  = current_slave == 4'd2 ? master_cyc : 1'd0;
assign o_s2_wb_stb  = current_slave == 4'd2 ? master_stb : 1'd0;
assign o_s3_wb_adr  = master_adr;
assign o_s3_wb_dat  = master_wdat;
assign o_s3_wb_sel  = master_sel;
assign o_s3_wb_we   = current_slave == 4'd3 ? master_we  : 1'd0;
assign o_s3_wb_cyc  = current_slave == 4'd3 ? master_cyc : 1'd0;
assign o_s3_wb_stb  = current_slave == 4'd3 ? master_stb : 1'd0;
assign o_s4_wb_adr  = master_adr;
assign o_s4_wb_dat  = master_wdat;
assign o_s4_wb_sel  = master_sel;
assign o_s4_wb_we   = current_slave == 4'd4 ? master_we  : 1'd0;
assign o_s4_wb_cyc  = current_slave == 4'd4 ? master_cyc : 1'd0;
assign o_s4_wb_stb  = current_slave == 4'd4 ? master_stb : 1'd0;
assign o_s5_wb_adr  = master_adr;
assign o_s5_wb_dat  = master_wdat;
assign o_s5_wb_sel  = master_sel;
assign o_s5_wb_we   = current_slave == 5'd5 ? master_we  : 1'd0;
assign o_s5_wb_cyc  = current_slave == 5'd5 ? master_cyc : 1'd0;
assign o_s5_wb_stb  = current_slave == 5'd5 ? master_stb : 1'd0;
assign o_s6_wb_adr  = master_adr;
assign o_s6_wb_dat  = master_wdat;
assign o_s6_wb_sel  = master_sel;
assign o_s6_wb_we   = current_slave == 6'd6 ? master_we  : 1'd0;
assign o_s6_wb_cyc  = current_slave == 6'd6 ? master_cyc : 1'd0;
assign o_s6_wb_stb  = current_slave == 6'd6 ? master_stb : 1'd0;
assign o_s7_wb_adr  = master_adr;
assign o_s7_wb_dat  = master_wdat;
assign o_s7_wb_sel  = master_sel;
assign o_s7_wb_we   = current_slave == 4'd7 ? master_we  : 1'd0;
assign o_s7_wb_cyc  = current_slave == 4'd7 ? master_cyc : 1'd0;
assign o_s7_wb_stb  = current_slave == 4'd7 ? master_stb : 1'd0;
assign master_rdat  = current_slave == 4'd0  ? i_s0_wb_dat  :
                      current_slave == 4'd1  ? i_s1_wb_dat  :
                      current_slave == 4'd2  ? i_s2_wb_dat  :
                      current_slave == 4'd3  ? i_s3_wb_dat  :
                      current_slave == 4'd4  ? i_s4_wb_dat  :
                      current_slave == 4'd5  ? i_s5_wb_dat  :
                      current_slave == 4'd6  ? i_s6_wb_dat  :
                      current_slave == 4'd7  ? i_s7_wb_dat  :
                                               i_s2_wb_dat  ;
assign master_ack   = current_slave == 4'd0  ? i_s0_wb_ack  :
                      current_slave == 4'd1  ? i_s1_wb_ack  :
                      current_slave == 4'd2  ? i_s2_wb_ack  :
                      current_slave == 4'd3  ? i_s3_wb_ack  :
                      current_slave == 4'd4  ? i_s4_wb_ack  :
                      current_slave == 4'd5  ? i_s5_wb_ack  :
                      current_slave == 4'd6  ? i_s6_wb_ack  :
                      current_slave == 4'd7  ? i_s7_wb_ack  :
                                               i_s2_wb_ack  ; 
assign master_err   = current_slave == 4'd0  ? i_s0_wb_err  :
                      current_slave == 4'd1  ? i_s1_wb_err  :
                      current_slave == 4'd2  ? i_s2_wb_err  :
                      current_slave == 4'd3  ? i_s3_wb_err  :
                      current_slave == 4'd4  ? i_s4_wb_err  :
                      current_slave == 4'd5  ? i_s5_wb_err  :
                      current_slave == 4'd6  ? i_s6_wb_err  :
                      current_slave == 4'd7  ? i_s7_wb_err  :
                                               i_s2_wb_err  ; 
assign o_m0_wb_dat  = master_rdat;
assign o_m0_wb_ack  = current_master  ? 1'd0 : master_ack ;
assign o_m0_wb_err  = current_master  ? 1'd0 : master_err ;
assign o_m1_wb_dat  = master_rdat;
assign o_m1_wb_ack  = current_master  ?  master_ack : 1'd0 ;
assign o_m1_wb_err  = current_master  ?  master_err : 1'd0 ;
endmodule
==> design/flow/run.sh <==
#!/bin/bash
# OpenROAD 26Q1-2900-gdf79404cd8, Yosys 0.63+post, stock flow scripts
make -C /OpenROAD-flow-scripts/flow DESIGN_CONFIG=/design/flow/config.mk WORK_HOME=/design/flow/orfs finish
==> design/flow/config.mk <==
export PLATFORM = sky130hd
export DESIGN_NAME = wishbone_arbiter
export DESIGN_NICKNAME = wishbone_arbiter
export VERILOG_FILES = /design/flow/design.v
export SDC_FILE = /design/flow/constraint.sdc
export NUM_CORES = 4
export LEC_CHECK = 1
export CORE_AREA = 10 10 405 405
export DIE_AREA = 0 0 415 415
==> design/flow/constraint.sdc <==
current_design wishbone_arbiter

set clk_period 11.9
set clk_io_pct 0.2

create_clock -name clk0 -period $clk_period [get_ports {i_wb_clk}]

set non_clock_inputs [all_inputs -no_clocks]
set_input_delay [expr $clk_period * $clk_io_pct] -clock clk0 $non_clock_inputs
set_output_delay [expr $clk_period * $clk_io_pct] -clock clk0 [all_outputs]
==> results.yml <==
# flow metrics
worst_setup_path:
  crit_path_end_kind: "primary output"
  required_ps: 9520
  critPathLaunchType: "primary input"
  slowest_stage: "buf_4"
  critPathArrivalTime_ps: 7690
  crit_type: "primary input to primary output"
  slowest_delay_ps: 600
  crit_chain: "clkdlybuf4s50_1 -> nand2b_1 -> nand2_8 -> inv_4 -> buf_4 -> nor4_1 -> a21oi_1 -> buf_4 -> a21oi_1 -> or3_2 -> buf_4 -> o211ai_1 -> a21oi_1 -> o31ai_1 -> o21a_1 -> clkdlybuf4s50_1"
  cp_max_fo: 62
timing:
  fin_crit_ps: 10070
  final-hold-violation-count: 0
  timing.fmax_mhz: 99.35
  maxSlewHeadroom_pct: 41.10
  drv_slew: 0
  setup_tns_ps: 0
  finalCritPeriodShare_pct: 84.59
  clock_skew_ps: 0.2368
  rsz0062_at_grt: "no"
  setup_viol: 0
  tightest_slew_ps: 881.4
global_route:
  grt_pass1_wl_microns: 134200
  antenna_found_initial: 44
  grtUsageTotal_pct: 11.94
  grt_pass1_vias: 11300
  grt_max_degree: 63
  grt_overflow: 0
route:
  vias: 11030
  routed_via_density: 2.896
  drc: 0
  routed_wl_microns: 108000
  dr.first_iter.drc_count: 941
  wl_per_cell_microns: 28.36
  firstDrtPassIters: 6
  ant_nets: 0
clocking:
  cts_hold_buf: 0
  clock_path_buffers: 2
  worstSkewPairLatency_ps: 220
  clock-sinks: 3
  cts_resized: 0
  cts_setup_buffers: 0
  cts_buffers: 3
  clock-root-buffer: "clkbuf_16"
  cts.clk_slew.worst_paths_ps: 30
  htreeDepth: 1
  tritoncts: "yes"
job:
  maxCapViolCount: 0
  warnings: 25
min_path:
  hp-class: "register to register"
logic_synthesis:
  yosysWarnings: 1
  avgSynthCellArea_sq_um: 6.126
  yosys_cells: 1216
  yosysSeqAreaShare_pct: 0.8062
  ff_type: "dfxtp_1"
  netlist_area_sq_um: 7450
  top_area_share_pct: 51.60
  synth_chip_area_sq_um: 7450
  ys_types: 54
  netlist_instances: 1216
  top_area_cell: "buf_4"
  area_leaders: "buf_4 52%, nand2_1 15%, a21oi_1 4.6%"
  ys.flops: 3
  async_reset_ff_share_pct: 0
  synth-edff-count: 0
cells_and_area:
  postLayoutCoreUtil_pct: 11.03
  layout-drive-gt1-share_pct: 6.883
  syn_to_final_growth_pct: 128.9
floorplan:
  die_height_microns: 415
  io_pins: 1051
  rows: 144
  core_area_sq_um: 154600
  die_w_microns: 415
  fp_util_pct: 4.819
  chipArea_sq_um: 172200
power_and_ir_drop:
  vdd_drop_max_v: 0.00002749
  leakage_nw: 5.917
  power_density_nw_per_um2: 65.91
outcome:
  status: "finished clean"
placed_design:
  io_buffers: 1050
  place.gp.congestion: 0.9864
  dp_hpwl_microns: 97000
## synth_stat cells (2+ instances only)
master,count
nand4_1,7
o31ai_1,3
nor3_1,13
o221ai_1,28
buf_2,9
o21ai_0,6
nand3_1,8
inv_1,10
nor4_1,4
clkbuf_1,35
a21oi_1,69
a2111oi_0,3
buf_6,4
and2_1,4
o21a_1,3
nand2_1,296
mux2i_1,9
buf_4,512
buf_1,7
and3_1,7
o211ai_1,3
a311oi_1,3
a21boi_1,2
a31o_2,23
a21boi_0,5
nor2_1,67
a22oi_1,5
and4_1,3
inv_2,2
o22ai_1,34
a31oi_1,6
dfxtp_1,3
mux2_2,2
## path summary, 6_finish.rpt
| path | start | endpoint | slack, ps | cells after the start |
|---|---|---|---|---|
| setup / recovery | i_m0_wb_cyc | o_m1_wb_dat[27] | 1830 | 16 |
| hold / removal | current_master_r | m1_wb_hold_r | 1370 | 4 |
| setup reg to reg | m1_wb_hold_r | m0_wb_hold_r | 7220 | 13 |
| hold reg to reg | current_master_r | m1_wb_hold_r | 1370 | 4 |
## kinds of logic after synthesis
logic type | Yosys count | share of synthesized area, %
muxes | 12 | 1.696
AOI/OAI and AO/OA | 204 | 18.76
buffers and inverters | 580 | 55.61
and+or+nand+nor | 416 | 23.01
xor gates and xnor gates | 1 | 0.1176
DFF | 3 | 0.8062
## critical path: cells and delay by family
| family | cells | cell delay [ps] |
|---|---|---|
| AND-OR/OR-AND | 6 | 1280 |
| buffers and inverters | 6 | 2500 |
| AND/OR/NAND/NOR | 4 | 1460 |
## layer usage
| metal | share of wire, % | global-route usage, % | vias to the layer above |
|---|---|---|---|
| met5 | 0.14 | 0 | - |
| met1 | 36 | 13.30 | 5462 |
| li1 | - | - | 4613 |
| met3 | 7.6 | 3.177 | 98 |
| met4 | 1.1 | 0.9755 | 24 |
| met2 | 55 | 23.14 | 835 |
## sequential cells by signal (all words and copies together), names as in the netlist
register	count
current_master_r	1
m1_wb_hold_r	1
m0_wb_hold_r	1
## power by group
part / switching, mW / internal, mW
Sequential: 0.00166 / 0.0113
Clock: 0.00853 / 0.0441
Combinational: 0.446 / 0.613
## metrics by stage
| stage | cell area [sq um] | hold WS (ps) | setup WS (ps) | instances | total power [mW] |
|---|---|---|---|---|---|
| after floorplan | 7450 | 943.1 | 4806 | 1216 | 0.4124 |
| after global placement | 16940 | 1367 | 1435 | 3797 | 1.116 |
| after detailed placement | 16950 | 1376 | 1532 | 3798 | 1.112 |
| after CTS | 17030 | 1392 | 1519 | 3802 | 1.171 |
| after global routing | 17040 | 1481 | 1382 | 3804 | 1.196 |
| final | 17050 | 1367 | 1834 | 3809 | 1.124 |
## cells in the final DEF, fill, tap and decap left out, drive strengths merged, types with 4 or more instances in the layout
cell type / netlist / layout
clkdlybuf4s50: 0 / 1044
o221ai: 28 / 28
mux2i: 10 / 10
clkbuf: 35 / 4
o21ai: 8 / 8
diode: 0 / 7
and3: 7 / 7
nor4: 5 / 5
nand2: 297 / 297
buf: 532 / 61
a21oi: 70 / 70
a2111oi: 4 / 4
nand3: 8 / 8
a22oi: 5 / 5
nor2: 67 / 67
nor3: 13 / 13
a21boi: 7 / 7
o22ai: 34 / 34
a31o: 24 / 24
and2: 4 / 4
a31oi: 6 / 6
nand4: 7 / 7
inv: 13 / 13
## area by class of cell
class,count,area [sq um]
flip-flops and latches,3,60.06
inverters,13,51.30
well taps,2044,2557
repair buffers,1105,10950
fillers,17890,137500
clock buffers,4,78.83
multi-input cells,633,3339
diodes,7,17.52
Power figures rest on the tool's default switching activity, not on a simulated workload.
